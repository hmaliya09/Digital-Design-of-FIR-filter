--- flow/run.sh ---
#!/bin/bash
# OpenROAD 26Q1-2900-gdf79404cd8, Yosys 0.63+post, stock flow scripts
make -C /OpenROAD-flow-scripts/flow DESIGN_CONFIG=/design/flow/config.mk WORK_HOME=/design/flow/orfs finish
--- flow/config.mk ---
export PLATFORM = sky130hd
export DESIGN_NAME = fir_filter
export DESIGN_NICKNAME = fir_filter
export VERILOG_FILES = /design/flow/design.v
export SDC_FILE = /design/flow/constraint.sdc
export NUM_CORES = 4
export LEC_CHECK = 1
export CORE_UTILIZATION = 30
--- flow/constraint.sdc ---
current_design fir_filter

set clk_period 12.8
set clk_io_pct 0.2

create_clock -name clk0 -period $clk_period [get_ports {i_clk}]

set non_clock_inputs [all_inputs -no_clocks]
set_input_delay [expr $clk_period * $clk_io_pct] -clock clk0 $non_clock_inputs
set_output_delay [expr $clk_period * $clk_io_pct] -clock clk0 [all_outputs]
--- flow/design.v ---
module fir_filter #(
    parameter ORDER            = 50,
    parameter DATA_IN_WIDTH   = 16,
    parameter DATA_OUT_WIDTH  = 32,
    parameter TAP_DATA_WIDTH  = 16,
    parameter TAP_ADDR_WIDTH  = 6
)(
    input  wire signed [DATA_IN_WIDTH-1:0]   i_fir_data_in,
    input  wire                              i_fir_en,
    input  wire                              i_tap_wr_en,
    input  wire       [TAP_ADDR_WIDTH-1:0]   i_tap_wr_addr,
    input  wire       [TAP_DATA_WIDTH-1:0]   i_tap_wr_data,
    input  wire                              i_clk,
    input  wire                              i_rst_n,
    output reg  signed [DATA_OUT_WIDTH-1:0]  o_fir_data_out
);
reg signed [TAP_DATA_WIDTH-1:0]  tap[0:ORDER];
reg signed [DATA_IN_WIDTH-1:0]   buffer[0:ORDER];
reg signed [DATA_OUT_WIDTH-1:0]  accumulator[0:ORDER];
integer i;
always @(posedge i_clk or negedge i_rst_n) begin
    if (!i_rst_n) begin
        tap[ 0] <= 16'sb1111111111111101;
        tap[ 1] <= 16'sb1111111111101011;
        tap[ 2] <= 16'sb1111111111011010;
        tap[ 3] <= 16'sb1111111111001011;
        tap[ 4] <= 16'sb1111111111000101;
        tap[ 5] <= 16'sb1111111111010010;
        tap[ 6] <= 16'sb1111111111111010;
        tap[ 7] <= 16'sb0000000000111110;
        tap[ 8] <= 16'sb0000000010010011;
        tap[ 9] <= 16'sb0000000011011111;
        tap[10] <= 16'sb0000000100000010;
        tap[11] <= 16'sb0000000011011010;
        tap[12] <= 16'sb0000000001010001;
        tap[13] <= 16'sb1111111101101110;
        tap[14] <= 16'sb1111111001010110;
        tap[15] <= 16'sb1111110101010001;
        tap[16] <= 16'sb1111110010111110;
        tap[17] <= 16'sb1111110011111101;
        tap[18] <= 16'sb1111111001010110;
        tap[19] <= 16'sb0000000011100011;
        tap[20] <= 16'sb0000010010000000;
        tap[21] <= 16'sb0000100011000111;
        tap[22] <= 16'sb0000110100100100;
        tap[23] <= 16'sb0001000011101001;
        tap[24] <= 16'sb0001001101110111;
        tap[25] <= 16'sb0001010001011111;
        tap[26] <= 16'sb0001001101110111;
        tap[27] <= 16'sb0001000011101001;
        tap[28] <= 16'sb0000110100100100;
        tap[29] <= 16'sb0000100011000111;
        tap[30] <= 16'sb0000010010000000;
        tap[31] <= 16'sb0000000011100011;
        tap[32] <= 16'sb1111111001010110;
        tap[33] <= 16'sb1111110011111101;
        tap[34] <= 16'sb1111110010111110;
        tap[35] <= 16'sb1111110101010001;
        tap[36] <= 16'sb1111111001010110;
        tap[37] <= 16'sb1111111101101110;
        tap[38] <= 16'sb0000000001010001;
        tap[39] <= 16'sb0000000011011010;
        tap[40] <= 16'sb0000000100000010;
        tap[41] <= 16'sb0000000011011111;
        tap[42] <= 16'sb0000000010010011;
        tap[43] <= 16'sb0000000000111110;
        tap[44] <= 16'sb1111111111111010;
        tap[45] <= 16'sb1111111111010010;
        tap[46] <= 16'sb1111111111000101;
        tap[47] <= 16'sb1111111111001011;
        tap[48] <= 16'sb1111111111011010;
        tap[49] <= 16'sb1111111111101011;
        tap[50] <= 16'sb1111111111111101;
    end else if (i_tap_wr_en && !i_fir_en) begin
        tap[i_tap_wr_addr] <= i_tap_wr_data;  
    end
end
always @(posedge i_clk or negedge i_rst_n) begin
    if (!i_rst_n) begin
        for (i = 0; i <= ORDER; i = i + 1)
            buffer[i] <= '0;
    end else if (i_fir_en) begin
        buffer[0] <= i_fir_data_in;
        for (i = 1; i <= ORDER; i = i + 1)
            buffer[i] <= buffer[i - 1];
    end
end
always @(posedge i_clk or negedge i_rst_n) begin
    if (!i_rst_n) begin
        for (i = 0; i <= ORDER; i = i + 1)
            accumulator[i] <= '0;
    end else if (i_fir_en) begin
        for (i = 0; i <= ORDER; i = i + 1)
            accumulator[i] <= buffer[i] * tap[i];
    end
end
always @(posedge i_clk or negedge i_rst_n) begin
    if (!i_rst_n)
        o_fir_data_out <= '0;
    else if (i_fir_en) begin
        o_fir_data_out <= 0;
        for (i = 0; i <= ORDER; i = i + 1)
            o_fir_data_out <= o_fir_data_out + accumulator[i];
    end
end
endmodule
==> notes.md <==
Results of the run.

Buffers placed on the I/O ports in this run total 73. The beginning of the worst register-to-register path is buffer[50][9]. The total number of vias is 23,102.

The area of the die is 149,000 um2. The instance tally after logic synthesis is 3,185. The clock network latency to the later pin of the worst-skew pair is 0.68 ns. The wire length of the first global-routing pass is 123 mm.

The final instance area is 50,000 um2. The worst hold path class is flop to flop. The routed design shows a wire length per standard cell of 13.6 um. The setup path with the least slack is of type flop to flop. The number of register bits inferred by synthesis is 896.

The script logs the ratio of routed vias to standard cells as 4.42. The worst setup slack before clock tree synthesis is 6.04 ns. The clock edge transition at the registers on the reported setup and hold paths is 0.06 ns. The setup slack after layout is 6.01 ns. The number of setup buffers added after CTS is 0. The number of antenna violations at the first check in global routing is 0. The reported leakage power is 24.2 nW. The sum of routed wire length over all layers is 71.0 mm. The fill cell total of the finished layout is 14,024.

The netlist area before placement is 44,100 um2. TritonCTS built the clock tree. The unique cell type count in the Yosys netlist is 54. Summing over the stages, the warning tally comes to 39.

The signal on the critical path passes through nand2_1, fa_1, fa_1, fa_1, inv_1, fa_1, fa_1, inv_1, fa_1, inv_1, ha_1, o21a_1, nor2_1, a221oi_1, a22oi_1, o31ai_1, buf_4, a21oi_1, a21o_1, o21ai_0, xnor2_1, a21oi_1. The iteration count recorded for the first detailed-route pass is 4. The maximum clock skew at final layout is 0.0340 ns. Yosys stat counts 3,185 cells in the synthesized netlist. The final count of pins violating max slew is 0. The cell with the biggest individual delay on the critical path is dfrtp_1.

The report counts max-capacitance violations totalling 0. The most common logic cell in the final layout is dfrtp_1. According to the Yosys statistics, the synthesized design has a chip area of 44,100 um2. The die width is 385 um.

The tightest hold path in the finished design has a slack of 0.481 ns. The number of buffers inserted during clock tree synthesis is 89. The worst slew margin relative to its limit is 47.7%. The initialized floorplan defines 140 standard-cell rows. The smallest clock period supported by the final layout is computed as 6.79 ns.

The final HPWL from detailed placement is 46.4 mm. For reference, the critical path is captured by accumulator[50][31]. The repair_antennas step left the layout with diodes totalling 0. Per the CTS log, the buffer count on the longest clock path is 3. The number of global-route vias before repair is 23,872. The synthesis warning total is 4. In this run the vertical extent of the chip is 385 um. The gate family responsible for the most delay along the worst path is adder cells. The worst supply voltage drop on vdd is 0.000113 V. According to the timing report, the critical path is launched from buffer[50][9]. The highest fanout seen on the critical path is 17.

Including well taps, the total number of placed cells is 5,068. The part of the cycle the worst path needs is 53.0%. In this run the critical register-to-register path is captured at accumulator[50][31].

For the final routed database, the setup TNS stands at 0 ns. In this build the clock could be raised as far as 0.147 GHz. The power per standard cell area is 154 nW/um2. The arrival time of data at the worst endpoint is listed as 7.30 ns. The clock root buffer is clkbuf_16. The number of enable-type register cells in the synthesized netlist is 0.

Setup repair after global routing left no endpoint under its margin. After the first detailed-routing iteration, the DRC count stood at 1,062. The number of gates on the worst path with buffers counted is 22. STA classifies the critical path startpoint as a flop.

Per the final layout report, the fraction of cells sized above drive strength 1 comes to 32.3%. Buffers inserted to repair hold after CTS numbered 0. The run finished with clean final reports. The CTS sink count is 896.

The average cell area after synthesis is 13.8 um2. For this run, the leading register cell type out of synthesis is dfrtp_1. Per STA, the library cell used most along the worst path is fa_1.

The number of antenna-violating nets in the routed design is 0. The portion of the post-synthesis area used by sequential elements is 50.9%. The sum of overflow across all layers after global routing is 0. By instance count after routing, the leading logic cell types are dfrtp_1, mux2_2, inv_1. The clock H-tree reported by CTS has 3 levels.

The post-synthesis to final-layout area growth is 13.4%. The count of cells in the finished layout, fillers not included, comes to 5,226. The total I/O pin count is 74. The final weighted congestion in routability-driven placement is 0.858. The final power report lists total power as 7.69 mW. The final-report hold violation count is 0. The critical path's largest stage delay is 0.77 ns.

The required time reported for the critical path endpoint is 13.31 ns. STA classifies the critical path endpoint as a flop. The core utilization before placement is 30.3%.

The depth of the worst register-to-register path is 22. The cell area after placement is 47,000 um2. Entering global routing, the biggest net connects 143 pins. Endpoints with negative setup slack in the final report add up to 0. Per the synth stats, the proportion of register bits with asynchronous set or reset is 100%. Looking at the max-slew report, the worst-margin pin has a slew of 0.785 ns.

For flop-to-flop paths, the worst setup slack is 6.01 ns. According to the floorplan report, the placeable core area is 146,000 um2. The final standard cell utilization of the core is 34.3%. The script parses the final routing iteration and logs DRC violations as 0. Counting both buffers and inverters, the worst setup path holds a total of 4.

Global routing used 10.3% of the available tracks across all layers. Post-CTS repair changed the size of 0 cells.
[synth_stat cells, drive strengths merged, types with 6 or more instances]
master	instances	area, um2
clkbuf	132	497
xnor2	40	350
nand3	10	50.1
mux2	875	9850
inv	293	1100
dfrtp	881	22000
nor2b	7	43.8
fa	263	5270
buf	8	37.5
o21ai	30	150
nand2	148	556
dfstp	15	394
and2	125	782
a21o	34	255
xor2	17	149
o21a	12	90.1
nor2	39	146
nand2b	14	87.6
nor3	11	55.1
a21oi	52	264
a211oi	6	45.0
ha	113	1410
[power breakdown]
| part | switching [mW] | internal, mW |
|---|---|---|
| clock | 1.11 | 1.51 |
| combinational | 0.428 | 0.751 |
| sequential | 0.368 | 3.52 |
[cell type report]
cell class	count	area, um2	share of cell area [%]
clock inverters	33	433	0.865
inverters	293	1100	2.20
clock buffers	125	2550	5.10
repair buffers	106	1080	2.15
multi-input cells	1856	20000	40.0
well taps	1917	2400	4.79
flip-flops and latches	896	22400	44.8
[per-layer routing]
metal	track usage, %	up-vias	wire length, um	share of wire, %
met5	0	-	0	0
met4	2.31	0	1810	2.5
met3	2.33	123	3500	4.9
met2	15.0	320	31600	44
met1	16.4	11864	34100	48
li1	-	10795	-	-
[worst reg2reg max path: stages, from the launching register on]
cell	delay (ns)
dfrtp_1	0.77
nand2_1	0.17
fa_1	0.52
fa_1	0.46
fa_1	0.54
inv_1	0.05
fa_1	0.48
fa_1	0.49
inv_1	0.05
fa_1	0.47
inv_1	0.05
ha_1	0.37
o21a_1	0.15
nor2_1	0.04
a221oi_1	0.61
a22oi_1	0.29
o31ai_1	0.26
buf_4	0.17
a21oi_1	0.08
a21o_1	0.21
o21ai_0	0.21
xnor2_1	0.14
a21oi_1	0.08
[cell families (layout without fill, tap and decap cells)]
logic type,after synthesis,in the layout,share of synthesized area [%]
adder cells (fa/ha/maj),376,376,15.1
multiplexers,877,877,22.4
buffers and inverters,433,557,3.70
AND/OR/NAND/NOR,372,372,4.20
flip-flops,896,896,50.9
AND-OR/OR-AND,174,174,2.56
XOR/XNOR,57,57,1.13
[flip-flops by register name, indices dropped and copies added, names as in the netlist]
name	count
buffer	816
o_fir_data_out	32
tap	16
accumulator	32
[how the worst min path moves through the flow]
stage	start	depth (start not counted)	slack, ns	end
after CTS	buffer[35][12]	1	0.48	buffer[36][12]
after global routing	buffer[36][9]	1	0.50	buffer[37][9]
final	buffer[30][6]	1	0.48	buffer[31][6]
No activity file was given, so power comes from the tool's default toggle rates.
